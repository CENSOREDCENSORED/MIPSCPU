==> design/flow/design.v <==
module regfile	#(	parameter DATA_WIDTH = 32,
					parameter REG_ADDR_WIDTH = 5
			)
			(	 
				input i_Clk,
				input reset,
				input [REG_ADDR_WIDTH-1:0] i_RS_Addr,
				input [REG_ADDR_WIDTH-1:0] i_RT_Addr,
				input i_Write_Enable,
				input [REG_ADDR_WIDTH-1:0] i_Write_Addr,
				input [DATA_WIDTH-1:0] i_Write_Data,
				output [DATA_WIDTH-1:0] o_RS_Data,
				output [DATA_WIDTH-1:0] o_RT_Data,
				output [DATA_WIDTH-1:0] outputReg
			);
	reg [DATA_WIDTH-1:0] Register[0:(2**REG_ADDR_WIDTH)-1];
	integer i;
	assign o_RS_Data = (i_RS_Addr == 0) ? 0 : Register[i_RS_Addr];
	assign o_RT_Data = (i_RT_Addr == 0) ? 0 : Register[i_RT_Addr];
	assign outputReg = Register[2];
	always @(posedge i_Clk)
	begin
		if( i_Write_Enable && (i_Write_Addr != 0) )
		begin
			Register[i_Write_Addr] <= i_Write_Data;
		end
	end
	initial
	begin
		for (i = 0; i < DATA_WIDTH; i = i +1) begin
			if (i == 29)
			begin
				Register[i] <= 32'h7fffeffc;
			end
			else begin
				if (i == 28)
				begin
					Register[i] <= 32'h10008000;
				end
				else begin
					Register[i] <= 0;
				end
			end
		end
	end
endmodule
==> design/flow/run.sh <==
#!/bin/bash
# OpenROAD 26Q1-2900-gdf79404cd8, Yosys 0.63+post, stock flow scripts
make -C /OpenROAD-flow-scripts/flow DESIGN_CONFIG=/design/flow/config.mk WORK_HOME=/design/flow/orfs finish
==> design/flow/config.mk <==
export PLATFORM = sky130hd
export DESIGN_NAME = regfile
export DESIGN_NICKNAME = regfile
export VERILOG_FILES = /design/flow/design.v
export SDC_FILE = /design/flow/constraint.sdc
export NUM_CORES = 4
export LEC_CHECK = 1
export CORE_UTILIZATION = 40
==> design/flow/constraint.sdc <==
current_design regfile

set clk_period 7.4
set clk_io_pct 0.2

create_clock -name clk0 -period $clk_period [get_ports {i_Clk}]

set non_clock_inputs [all_inputs -no_clocks]
set_input_delay [expr $clk_period * $clk_io_pct] -clock clk0 $non_clock_inputs
set_output_delay [expr $clk_period * $clk_io_pct] -clock clk0 [all_outputs]
==> impl_summary.log <==
[metrics] run summary
INFO  metric status = completed
INFO  metric post_cts.repair.setup_buffers = 0
INFO  metric clock_slew_at_reported_path_ffs = 0.06 ns
INFO  metric clockPowerShare = 40.2%
INFO  metric cell_rows = 125
INFO  metric worstSetupStartpointType = input pin
INFO  metric synth-edff-count = 1024
INFO  metric comb_power_share = 9.5%
INFO  metric switching_share = 22.5%
INFO  metric floorplan.die.height = 345 um
INFO  metric drt_pre_antenna_iters = 5
INFO  metric vias_per_cell = 6.39
INFO  metric yosys_warnings = 1
INFO  metric placeableCoreArea = 116000 um2
INFO  metric ir_drop = 0.188 mV
INFO  metric initial_core_util = 40.4%
INFO  metric layout_top_registers = Register x1024
INFO  metric timing.hold.worst.class = in2reg
INFO  metric gp_routability_congestion = 0.900
INFO  metric ratio_of_final_minimum_period_to_clock_period = 91.9%
INFO  metric power.static_leakage = 17.5 nW
INFO  metric route.detailed.wl_per_inst = 36.4 um
INFO  metric clock-root-buffer = clkbuf_16
INFO  metric final_hold_viol_count = 0
INFO  metric drive_above_1_share = 29.6%
INFO  metric criticalPathCategory = in2out
INFO  metric cell_internal_pwr = 10.0 mW
INFO  metric drt_wl_total = 154000 um
INFO  metric fin_crit = 6.80 ns
INFO  metric synth_cells = 2400
INFO  metric hold-path-cell-count = 2
INFO  metric nature_of_the_critical_path_endpoint = primary output
INFO  metric switchingPower = 2.91 mW
INFO  metric cts-buffers-inserted = 104
INFO  metric clk_path_buf_depth = 3
INFO  metric cts-htree-levels = 3
INFO  metric synth.yosys.num_cells = 2400
INFO  metric flow.area_growth_from_synthesis = 15.8%
INFO  metric max_reg_flops = 1024
INFO  metric grt.overflow.total = 0
INFO  metric pwr-share-seq = 50.3%
INFO  metric final_common_cell = edfxtp_1
INFO  metric syn_avg_cell_area = 19.6 um2
INFO  metric ctsResizeCount = 0
INFO  metric dpl-instance-area = 51100 um2
INFO  metric cap_viol_max_count = 0
INFO  metric routed-via-count = 27100
INFO  metric powerDensity = 237 nW/um2
INFO  metric crit_required = 5.92 ns
INFO  metric post-route-drc-count = 0
INFO  metric dp_hpwl = 93200 um
INFO  metric ys_area = 47000 um2
INFO  metric ys_seq_elements = 1024
INFO  metric cts_num_sinks = 1024
INFO  metric relSlewSlack = 10.3%
INFO  metric top_register = Register
INFO  metric crit_arrival = 5.32 ns
INFO  metric async_reset_ff_share = 0%
INFO  metric summed_instance_area_of_the_synthesized_netlist = 47000 um2
INFO  metric cts_hold_buffers = 0
INFO  metric maximum_number_of_pins_on_one_net_before_global_route_repair = 91
INFO  metric most-common-layout-cells = edfxtp_1 (1024), mux4_2 (425), mux2i_1 (183)
INFO  metric globalRouteTotalUtil = 28.8%
INFO  metric ys_types = 41
INFO  metric warning_count = 27
INFO  metric final_design_area_no_fill = 54400 um2
INFO  metric drtAntennaViolNets = 0
INFO  metric fmax = 147 MHz
INFO  metric timing_worst_slew_pin_value = 1.34 ns
INFO  metric grt_pass1_vias = 30500
INFO  metric wire_length_of_the_first_global_routing_pass = 217000 um
INFO  metric port_buffers = 144
INFO  metric timing.final.max_slew_violations = 0
INFO  metric number_of_top_level_pins = 146
INFO  metric first_iter_violations = 1736
INFO  metric final-setup-viol-count = 0
INFO  metric ys_seq_share = 65.4%
INFO  metric die_area = 119000 um2
INFO  metric grt_antenna_before_repair = 10
INFO  metric die_width = 345 um
INFO  metric ff_type = edfxtp_1
INFO  metric setup_tns = 0 ns
INFO  metric rsz0062_at_grt = false
INFO  metric tritoncts = built
INFO  metric path_max_fanout = 17
==> worst max-delay path, cell delays in order <==
cell,delay [ns]
clkdlybuf4s50_1,0.83
buf_4,0.26
and2_4,0.40
buf_12,0.25
a22o_1,0.25
a211oi_1,0.08
nor3_1,1.06
clkdlybuf4s50_1,0.67
==> layer usage <==
metal	up-vias	global-route usage [%]	routed length [um]
met5	-	5.37	930
met4	42	8.40	6060
met3	366	27.0	32600
met2	2326	41.1	70500
met1	13500	29.9	44100
li1	10900	-	-
==> power by group through the flow <==
stage	logic (mW)	clock network (mW)	registers, mW
4_1_cts	1.21	5.26	6.50
5_1_grt	1.29	5.47	6.51
6_report	1.22	5.20	6.50
==> metrics by stage <==
stage,std cells,utilization (%),setup slack [ns],power (mW),hold slack [ns]
floorplan,2431,-,2.87,7.25,1.58
global placement,4045,43.9,0.843,7.81,2.29
detailed placement,4045,43.9,0.776,7.83,2.29
CTS,4237,46.8,0.814,13.0,1.61
global route,4238,46.8,0.575,13.3,1.64
finish,4238,46.8,0.600,12.9,1.63
==> path summary, 6_finish.rpt <==
| check | slack, ns | start | end |
|---|---|---|---|
| max | 0.60 | i_RT_Addr[3] | o_RT_Data[20] |
| min | 1.63 | i_Write_Data[12] | Register[30][12] |
==> layout make-up <==
cell class | instances | area, um2
Sequential cell | 1024 | 30700
Tap cell | 1524 | 1910
Multi-Input combinational cell | 1181 | 15600
Inverter | 25 | 96.3
Antenna cell | 1 | 2.50
Clock inverter | 66 | 626
Timing Repair Buffer | 291 | 2760
Fill cell | 9358 | 61900
Clock buffer | 126 | 2730
==> synth_stat cells (all sizes together) (31+ instances only) <==
library cell  number  area share, %
edfxtp          1024             65
mux4             425             20
mux2i            183            3.9
buf              103            1.3
clkbuf            98           0.79
nand2             65           0.52
a22o              62            1.2
o22ai             55           0.73
a211oi            47           0.75
a21oi             46           0.49
nor2              34           0.27
nor3              33           0.36
a2111oi           31           0.70
o221ai            31           0.58
==> kinds of logic (layout without fill, tap and decap cells) <==
group	Yosys count	in the layout	synth area share [%]
compound gates	331	331	5.52
mux	632	632	24.8
simple gates	186	186	1.93
flops	1024	1024	65.4
other cells	1	33	0.00798
buf+inv	226	508	2.31
Power and IR drop assume default switching activity.
