--- flow/run.sh ---
#!/bin/bash
# OpenROAD 26Q1-2900-gdf79404cd8, Yosys 0.63+post, stock flow scripts
make -C /OpenROAD-flow-scripts/flow DESIGN_CONFIG=/design/flow/config.mk WORK_HOME=/design/flow/orfs finish
--- flow/config.mk ---
export PLATFORM = sky130hd
export DESIGN_NAME = alu
export DESIGN_NICKNAME = alu
export VERILOG_FILES = /design/flow/design.v
export SDC_FILE = /design/flow/constraint.sdc
export NUM_CORES = 4
export LEC_CHECK = 1
export CORE_UTILIZATION = 40
--- flow/constraint.sdc ---
current_design alu

set clk_period 16.5
set clk_io_pct 0.2

create_clock -name clk0 -period $clk_period

set non_clock_inputs [all_inputs -no_clocks]
set_input_delay [expr $clk_period * $clk_io_pct] -clock clk0 $non_clock_inputs
set_output_delay [expr $clk_period * $clk_io_pct] -clock clk0 [all_outputs]
--- flow/design.v ---
`timescale 1ns / 1ps
module alu(
	input [5:0] Func_in, 
	input [31:0] A_in, 
	input [31:0] B_in,
	input upper,
	output reg [31:0] O_out,
	output reg Branch_out, 
	output reg Jump_out
);
	reg [31:0]	AdderInputB;
	reg			AdderCarryIn;
	reg [31:0]	AdderOut;
	reg [31:0] LogicOut;
	reg [31:0] SltOut;
	reg [31:0] ShiftOut;
	reg [31:0] BranchOut;
	reg Sign;
	reg Zero;
	reg LTZ;
	reg LEZ;
	reg GTZ;
	reg GEZ;
	reg Eq;
	reg DoBranch,DoJump;
	always @(*) begin
		if (Func_in[1]) begin
			AdderInputB = ~B_in;
		end else begin
			AdderInputB = B_in;
		end
		AdderOut = A_in + AdderInputB + Func_in[1];
		case (Func_in[1:0])
			2'b00:
			LogicOut = A_in & B_in;
			2'b01:
			LogicOut = A_in | B_in;
			2'b10:
			LogicOut = A_in ^ B_in;
			2'b11:
			LogicOut = ~(A_in | B_in);
		endcase
		if (Func_in[0]) begin
			SltOut = A_in < B_in;
		end else begin
			SltOut = $signed(A_in) < $signed(B_in);
		end
		BranchOut = A_in;
		Sign = A_in[31];
		Zero = A_in[31:0] == 32'b0;
		LTZ = Sign;
		LEZ = Sign || Zero;
		GTZ = ~Sign && ~Zero;
		GEZ = ~Sign;
		Eq = A_in == B_in;
		DoBranch = 1'b0;
		DoJump = 1'b0;
		case (Func_in[2:0])
			3'b000:  
				DoBranch = LTZ;
			3'b001:  
				DoBranch = GEZ;
			3'b010:  
				DoJump = 1'b1;
			3'b011:  
				DoJump = 1'b1;
			3'b100:  
				DoBranch = Eq;
			3'b101:  
				DoBranch = ~Eq;
			3'b110:  
				DoBranch = LEZ;
			3'b111:  
				DoBranch = GTZ;
			default:
				DoBranch = 1'b0;
		endcase
		case (Func_in[1:0])
			2'b00:  
				ShiftOut = B_in << A_in;
			2'b01:  
				ShiftOut = B_in >> A_in;
			2'b11:  
				ShiftOut = $signed(B_in) >>> A_in;
			default:
				ShiftOut = B_in;
		endcase
		Branch_out = 1'b0;
		Jump_out = 1'b0;
		if (Func_in[5:2] == 4'b1000) begin
			O_out = AdderOut;
		end else if (Func_in[5:2] == 4'b1001) begin
			O_out = LogicOut;
		end else if (Func_in[5:3] == 3'b101) begin
			O_out = SltOut;
		end else if (Func_in[5:3] == 3'b110) begin
			O_out = ShiftOut;
		end else if (Func_in[5:3] == 3'b111) begin
			O_out = BranchOut;
			Branch_out = DoBranch;
			Jump_out = DoJump;
		end else begin
			O_out = B_in;
		end
		if (upper)
		begin
			O_out = AdderOut << 16;
		end
	end
endmodule
==> reports/metrics.yaml <==
worst_setup_path:
  required_ps: 13200
  endpoint_kind: "output port"
  crit_family: "AND-OR/OR-AND gates"
  worstSetupStartpointType: "primary input"
  slowest_delay_ps: 780
  arrival_ps: 8030
  slowest_stage: "a2111oi_1"
  crit_buf_inv: 2
  critical_path_class: "in2out"
  crit_fanout: 11
  cpMostUsedCell: "clkdlybuf4s50_1"
  path_cells: "clkdlybuf4s50_1 > nor4_1 > nand3_1 > nor3_2 > a31oi_1 > a21oi_1 > o21ai_0 > a221oi_1 > a211oi_1 > a2111oi_1 > clkdlybuf4s50_1"
final_layout:
  clkbuf_count: 0
  final_cell_mix: "161 x nor2_1, 141 x a21oi_1, 139 x nand2_1"
  layout_top_cell: "nor2_1"
  area_growth_pct: 11.4
  regArea_sq_um: 0
  layout-drive-gt1-share_pct: 10.1
  ff_count: 0
die:
  dieArea_sq_um: 27900
  fp.dieH_um: 167
  core_area_sq_um: 26800
  fp.dieW_um: 167
  fp-row-count: 60
  pin_count: 105
  initial_core_util_pct: 40.6
route:
  via_count: 13300
  first_iter_violations: 1431
  viasPerCell: 6.85
  ant_nets: 0
  first_pass_iters: 6
  drc: 0
  n_antenna_cell: 0
  wl_per_cell_um: 29.9
  drt-total-wl_um: 57900
synthesis:
  ys_seq_share_pct: 0
  ys_area_sq_um: 10900
  syn_inst: 1576
  syn_area_sq_um: 10900
  ys_types: 88
  yosysTopAreaCell: "ha_1"
  area_leaders: "ha_1 14%, mux4_2 10%, a21oi_1 6.5%, o21ai_0 5.7%, nor2_1 5.6%"
  avgSynthCellArea_sq_um: 6.91
  ys_cells: 1576
  yosys.area.top_type_share_pct: 14.5
  synth_warnings: 1
run:
  cap_violations: 0
  tool_warnings: 96
clock_tree:
  ctsResizeCount: 0
  hold_buffers: 0
  cts_setup_buffers: 0
sta:
  setup_tns_ps: 0
  final_max_slew_viol_count: 0
  maxSlewHeadroom_pct: 36.9
  period_used_pct: 68.7
  tightest_slew_ps: 938
  hold_viol: 0
  rsz0062_at_grt: "no"
  setup_viol: 0
  setup_ws_ps: 5170
  period_needed_ps: 11330
  fmax_mhz: 88.2
placed_design:
  place_congestion: 1.10
  port_buffers: 105
  post-place-ws_ps: 5370
  hpwl_um: 44100
grt:
  grt_max_degree: 59
  overflow: 0
  grt_pass1_vias: 12000
  globalRouteTotalUtil_pct: 41.6
  grt_pass1_wl_um: 83600
  antenna_found_initial: 3
pwr:
  power_density_nw_per_um2: 37.2
  p_total_mw: 0.451
  ir_worst_vdd_uv: 30.8
  power_leakage_nw: 4.88
worst_hold_path:
  hold_path_class: "in2out"
run_status:
  outcome: "finished clean"
[final timing paths]
kind | start | end | slack, ps | cells after the start
max | A_in[24] | O_out[2] | 5170 | 11
min | Func_in[1] | Jump_out | 7510 | 3
[power by group]
part / total [mW] / internal (mW) / switching [mW]
combinational: 0.451 / 0.170 / 0.281
clock: 0 / 0 / 0
sequential: 0 / 0 / 0
total: 0.451 / 0.170 / 0.281
[per-layer routing]
layer  share of wire (%)  vias up  track usage (%)
met5               0.045        -                0
met4                 4.7        4             14.9
met3                  12      148             11.5
met2                  42      892             60.0
met1                  42     6311             59.3
li1                    -     5901                -
[layout make-up]
class / instances / area, sq um
Fill cell: 2724 / 14700
Multi-Input combinational cell: 1331 / 9870
Timing Repair Buffer: 161 / 1450
Tap cell: 341 / 427
Inverter: 101 / 382
[cell families after synthesis]
kind of cell / synth area share [%]
fa+ha+maj: 14.7
simple gates: 20.3
buf+inv: 9.34
compound gates: 33.6
xor+xnor: 4.51
mux: 17.7
[metrics by stage]
step	area [sq um]	instances	hold WS (ps)	utilization (%)
after global routing	12100	1934	7550	45.2
after detailed placement	12100	1934	7510	45.2
after floorplan	10900	1576	6750	-
after CTS	12100	1934	7510	45.2
after global placement	12100	1934	7500	45.2
final	12100	1934	7510	45.2
[synth_stat cells (all sizes together) (18+ instances only)]
master and number:
nor2 163, a21oi 145, o21ai 140, nand2 139, ha 126, inv 98
clkbuf 96, mux2i 59, mux4 51, buf 48, nor3 39, xor2 38
nor2b 33, nand3 31, o211ai 26, a221oi 23, o31ai 23, o221ai 19
a211oi 18, nor4 18, xnor2 18
No activity file was given, so power comes from the tool's default toggle rates.
