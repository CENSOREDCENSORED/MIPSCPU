`flow/config.mk`:
```
export PLATFORM = sky130hd
export DESIGN_NAME = branchPredictor
export DESIGN_NICKNAME = branchPredictor
export VERILOG_FILES = /design/flow/design.v
export SDC_FILE = /design/flow/constraint.sdc
export NUM_CORES = 4
export LEC_CHECK = 1
export CORE_UTILIZATION = 50
```
`flow/constraint.sdc`:
```
current_design branchPredictor

set clk_period 11.7
set clk_io_pct 0.2

create_clock -name clk0 -period $clk_period [get_ports {clock}]

set non_clock_inputs [all_inputs -no_clocks]
set_input_delay [expr $clk_period * $clk_io_pct] -clock clk0 $non_clock_inputs
set_output_delay [expr $clk_period * $clk_io_pct] -clock clk0 [all_outputs]
```
`flow/design.v`:
```
module branchPredictor(
input clock,
input reset,
input [31:0] addressToWrite,
input branchoutcome,
input [31:0] addressToPredict,
output prediction
);
parameter width = 6;
parameter offset = 2;
integer i;
wire[(width-1):0] addressToPredictWOffset;
wire[(width-1):0] addressToWriteWOffset;
assign addressToPredictWOffset = addressToPredict[(width+offset - 1):offset];
assign addressToWriteWOffset = addressToWrite[(width+offset - 1):offset];
reg [1:0] twobitpredictors[0:(2**width)-1];
wire[1:0] twobitprediction;
assign twobitprediction = twobitpredictors[addressToPredictWOffset];
assign prediction = twobitprediction[1];
initial begin
	for (i = 0; i < (2**width); i = i +1) begin
			twobitpredictors[i] <= 0;
		end
end
always @(posedge clock or posedge reset)
begin
	if (reset) begin
		for (i = 0; i < (2**width); i = i +1) begin
			twobitpredictors[i] <= 0;
		end
	end
	else begin
		if (branchoutcome) begin
			if (twobitpredictors[addressToWriteWOffset] < 3) begin
				twobitpredictors[addressToWriteWOffset] <= twobitpredictors[addressToWriteWOffset] + 1;
			end
		end
		else begin
			if (twobitpredictors[addressToWriteWOffset] > 0) begin
				twobitpredictors[addressToWriteWOffset] <= twobitpredictors[addressToWriteWOffset] - 1;
			end
		end
	end
end
endmodule
```
`flow/run.sh`:
```
#!/bin/bash
# OpenROAD 26Q1-2900-gdf79404cd8, Yosys 0.63+post, stock flow scripts
make -C /OpenROAD-flow-scripts/flow DESIGN_CONFIG=/design/flow/config.mk WORK_HOME=/design/flow/orfs finish
```
==> summary.txt <==
Results of the flow run.

Sorting the synthesized cells by how often they occur yields 128 x sky130_fd_sc_hd__dfrtp_1, 73 x sky130_fd_sc_hd__mux2_2, 50 x sky130_fd_sc_hd__a211oi_2, 50 x sky130_fd_sc_hd__a2bb2oi_1, 43 x sky130_fd_sc_hd__nand2_1. The largest register by flop count is twobitpredictors. Clock latency on the worst-skew pair, taken at its later pin, is 420 ps. The routed wirelength on the met1 layer is recorded as ~12000 µm.

The number of antenna violations at the first check in global routing stands at 1. The report puts the hold buffer count at CTS at 0. The number of primary I/O pins stands at 68. The residual antenna-violating net count after detailed routing stands at 0.

The proportion of power drawn by the clock network stands at 34.4%. Registers are responsible for a little over two fifths of the overall power. For reference, the most critical setup path is categorized as in -> out.

The count of clock tree sinks stands at 128. The maximum achievable frequency stands at 134 MHz. The number of unique standard cell types used by synthesis stands at 73. The power density relative to cell area stands at approximately 180 nW/µm². The worst setup path is captured at an output pin. In this run the layout overhead on the synthesized area is reported as 11.2%. The power report puts the leakage power at between 0.003 and 0.004 µW. The total power after layout stands at 1630 µW. Setup repair after global routing left no endpoint under its margin.

Looking at area per cell type in the netlist, the leader is sky130_fd_sc_hd__dfrtp_1. The number of detailed-routing iterations run before antenna repair stands at 5. The startpoint identified for the worst register-to-register timing path is twobitpredictors[45][1]. The synthesized netlist handed to floorplanning was reported with a cell count of 745. The slack of the worst reg-to-reg path stands at 7650 ps. In this run the number of H-tree levels came out at 4.

The HPWL after detailed placement is 18700 µm. The cell area that synthesis handed to floorplanning was 8060 µm². The share of total power dissipated in combinational logic is about a quarter. The switching portion of total power stands at 33.0%.

The cell resize tally after clock tree synthesis stands at 0. The global-route usage over all layers stands at between 30 and 40%. The maximum VDD drop stands at between 0.1 and 0.15 mV. OpenROAD reports that the post-layout worst path occupies 64.0% of the period. Entering global routing, the biggest net connects 65 pins. The number of inserted diodes stands at 0. On the critical path the data arrives at roughly 5200 ps.

The cell sitting at the root of the clock tree is a sky130_fd_sc_hd__clkbuf_16. Per the hold report, the tightest min-delay path originates at twobitpredictors[41][0]. The cell area reported after detailed placement stands at 8340 µm². After synthesis, the chip area reported by Yosys is 8060 µm². Per the detail_route report, vias per standard cell equal 7.01. The area inside the core boundary stands at 15800 µm². In the synthesized netlist the dominant register cell turns out to be sky130_fd_sc_hd__dfrtp_1. Per the timing report, the biggest fanout along the worst path comes to 12.

The number of flip-flops in the largest register stands at between 100 and 150. In this run the power spent charging and discharging nets is 538 µW. Max-slew check failures listed in the final report amount to 0. The met2 wirelength from detailed routing stands at 12200 µm. The violation tally recorded at the end of detailed-routing iteration 0 is ~760.

The routed layout has around 6800 vias. For reference, the top cells by area after synthesis are sky130_fd_sc_hd__dfrtp_1 40%, sky130_fd_sc_hd__mux2_2 10%, sky130_fd_sc_hd__a211oi_2 7.8%. After synthesis, the mean cell area works out to 10.8 µm². The synthesis log from Yosys contains 2 warnings. The clock tree buffer depth stands at 2.

Setup total negative slack on the finished layout was measured at 0 ps. The count of instantiated cells in the yosys netlist stands at 745. TritonCTS built the clock tree.

The floorplan step defined a die boundary enclosing 16600 µm². After synthesis, the largest area contributor takes up 39.8% of total cell area. The final hold violation count stands at 0. The script logs the mean routed wire length per placed instance as 29.2 µm. The starting density of the core stands at between 50 and 60%. The met3 wirelength from detailed routing stands at a little under 3000 µm.

The path with the worst hold slack has its endpoint at twobitpredictors[41][0]. OpenROAD emitted warnings numbering 77. Checking hold timing, the worst path is listed with class reg -> reg. Cell internal power was estimated by the tool at about 1100 µW.

The relative slew slack stands at 26.1%. The run finished with clean final reports. Per the TritonCTS log, the buffer count is 17. The floorplan has around 46 rows. The total of endpoints with negative setup slack in the final report stands at 0.

Routed signal wires occupy layers up through met5. The synthesized design contains 0 enable-type register cells. In the final layout, the registers with the most flip-flops are twobitpredictors (128). Clock-pin slew was measured on the worst setup and hold paths at 60 ps. Per the timing report, the most critical flop-to-flop path finishes at twobitpredictors[56][1]. Across the run, the number of max-cap violations was 0. The count of input and output buffers stands at 15. The worst setup path is launched from an input port. For the worst flop-to-flop path, the logic depth is 11. The total wire length stands at 28300 µm. The residual overflow from global routing stands at 0. After synthesis the netlist holds a flip-flop and latch count of about 130. The ratio of cells with drive above 1 in the final layout stands at 29.5%.

The post-CTS setup repair buffer count stands at 0. The required time at the worst-slack endpoint stands at 9360 ps. The worst path in the final design needs a cycle of 7490 ps, including I/O delays and setup.

The first-pass GRT wire length stands at about 43000 µm. The via count of the first global-routing pass stands at slightly below 7000. In this run the vertical extent of the chip is 129 µm. The cell area after layout stands at 8960 µm². The final estimated routing congestion in global placement stands at 0.957. The transition at the pin with the smallest max-transition slack stands at ~1100 ps. After detailed routing, the number of remaining DRC violations is 0. Of the synthesized area, sequential elements account for just under 40%.

The tightest hold margin stands at 495 ps. Yosys reported that registers with async set or reset make up 100%. The worst-case clock skew stands at about 7 ps.

The report gives the cell count of the worst hold path as 1. sky130_fd_sc_hd__dfrtp_1 is the most common cell in the netlist. The horizontal die dimension reported for this design is 129 µm.
[placed cells by master (no fill, tap or decap), types with 10 or more instances in the layout]
cell type                         Yosys  routed
sky130_fd_sc_hd__dfrtp_1            128     128
sky130_fd_sc_hd__mux2_2              73      73
sky130_fd_sc_hd__a211oi_2            50      50
sky130_fd_sc_hd__a2bb2oi_1           50      50
sky130_fd_sc_hd__nand2_1             43      43
sky130_fd_sc_hd__buf_4                8      41
sky130_fd_sc_hd__nand3_1             40      40
sky130_fd_sc_hd__nor2_1              26      26
sky130_fd_sc_hd__nor3_1              21      21
sky130_fd_sc_hd__clkbuf_16            0      17
sky130_fd_sc_hd__a21oi_1             15      15
sky130_fd_sc_hd__clkdlybuf4s50_1      0      15
sky130_fd_sc_hd__nor2b_1             14      14
sky130_fd_sc_hd__a32oi_1             13      13
sky130_fd_sc_hd__mux2i_1             13      13
sky130_fd_sc_hd__o21ai_0             11      11
sky130_fd_sc_hd__a22oi_1             10      10
[power groups by stage]
stage / clock network [µW] / registers, µW / logic [µW]
5_1_grt: 587 / 700 / 410
4_1_cts: 568 / 684 / 376
6_report: 561 / 689 / 380
[routing by layer]
| layer | track usage (%) | vias up |
|---|---|---|
| met4 | 12.0 | 2 |
| met3 | 11.1 | 73 |
| met2 | 52.9 | 387 |
| li1 | - | 2904 |
| met1 | 57.5 | 3430 |
| met5 | 0 | - |
[cell families after synthesis]
logic type / count (synthesis) / synth area share (%)
compound gates: 226 / 25.8
xor+xnor: 2 / 0.683
buf+inv: 89 / 6.24
flops: 128 / 39.8
mux: 88 / 12.2
simple gates: 212 / 15.3
[layout make-up]
cell class / instances / area, µm²
clock inverters: 12 / 156
fillers: 1328 / 6870
flip-flops and latches: 128 / 3200
well taps: 216 / 270
inverters: 9 / 36.3
clock buffers: 20 / 467
multi-input cells: 528 / 4370
repair buffers: 56 / 458
[worst max path at each step]
stage / from / endpoint / slack, ps
4_1_cts: addressToPredict[5] / prediction / 4220
5_1_grt: addressToPredict[5] / prediction / 3930
6_report: addressToPredict[7] / prediction / 4210
[worst max-delay path: stages]
cell and delay, ps:
sky130_fd_sc_hd__clkdlybuf4s50_1 780, sky130_fd_sc_hd__mux2_2 390, sky130_fd_sc_hd__a222oi_1 540, sky130_fd_sc_hd__o22ai_1 180, sky130_fd_sc_hd__nand2_1 100, sky130_fd_sc_hd__a21oi_1 60, sky130_fd_sc_hd__a311oi_1 250, sky130_fd_sc_hd__a31oi_1 80
sky130_fd_sc_hd__clkdlybuf4s50_1 420
[through the flow]
step                      setup WS [ps]  cells  utilization [%]
after floorplan                    5330    745                -
after global placement             4260    937             52.7
after detailed placement           4240    937             52.7
after CTS                          4220    969             56.6
after global routing               3930    969             56.6
final                              4210    969             56.6
No activity file was given, so power comes from the tool's default toggle rates.
